`./constraint.sdc`:
```
current_design RV32I_Core

set clk_period 23.6
set clk_io_pct 0.2

create_clock -name clk0 -period $clk_period [get_ports {clk}]

set non_clock_inputs [all_inputs -no_clocks]
set_input_delay [expr $clk_period * $clk_io_pct] -clock clk0 $non_clock_inputs
set_output_delay [expr $clk_period * $clk_io_pct] -clock clk0 [all_outputs]
```
`./design.v`:
```
`timescale 1ns / 1ps
module RV32I_Core (
    input  logic        clk,
    input  logic        reset,
    input  logic [31:0] instrCode,
    output logic [31:0] instrMemAddr,
    output logic        dWe,
    output logic [31:0] dAddr,
    output logic [31:0] wData,
    input  logic [31:0] rData,
    output logic        apb_req,
    input  logic        apb_ready
);
    logic       regFileWe;
    logic [3:0] aluControl;
    logic       aluSrcMuxSel;
    logic [2:0] RFWDSrcMuxSel;
    logic branch, jal, jalr;
    logic PCEn;
    ControlUnit U_ControlUnit (.*);
    DataPath U_DataPath (.*);
endmodule
module ControlUnit (
    input  logic        clk,
    input  logic        reset,
    input  logic [31:0] instrCode,
    output logic        PCEn,
    output logic        regFileWe,
    output logic [ 3:0] aluControl,
    output logic        aluSrcMuxSel,
    output logic        dWe,
    output logic [ 2:0] RFWDSrcMuxSel,
    output logic        branch,
    output logic        jal,
    output logic        jalr,
    input  logic        apb_ready,
    output logic        apb_req
);
    wire [6:0] opcode = instrCode[6:0];
    wire [2:0] func3 = instrCode[14:12];
    wire [6:0] func7 = instrCode[31:25];
    logic [10:0] controls;
    typedef enum {
        FETCH,
        DECODE,
        R_EXE,
        I_EXE,
        L_EXE,
        L_MEM,
        L_WB,
        S_EXE,
        S_MEM,
        B_EXE,
        LU_EXE,
        AU_EXE,
        J_EXE,
        JL_EXE
    } state_e;
    state_e state, state_next;
    assign {PCEn, regFileWe, aluSrcMuxSel, dWe, RFWDSrcMuxSel, branch,jal,jalr, apb_req} = controls;
    always_ff @(posedge clk, posedge reset) begin
        if (reset) state <= FETCH;
        else state <= state_next;
    end
    always_comb begin
        state_next = state;
        case (state)
            FETCH:  state_next = DECODE;
            DECODE: begin
                case (opcode)
                    7'b0110011:  state_next = R_EXE;
                    7'b0000011:  state_next = L_EXE;
                    7'b0010011:  state_next = I_EXE;
                    7'b0100011:  state_next = S_EXE;
                    7'b1100011:  state_next = B_EXE;
                    7'b0110111: state_next = LU_EXE;
                    7'b0010111: state_next = AU_EXE;
                    7'b1101111:  state_next = J_EXE;
                    7'b1100111: state_next = JL_EXE;
                endcase
            end
            R_EXE:  state_next = FETCH;
            L_EXE:  state_next = L_MEM;
            L_MEM:  if (apb_ready == 1'b1) state_next = L_WB;
            L_WB:   state_next = FETCH;
            I_EXE:  state_next = FETCH;
            S_EXE:  state_next = S_MEM;
            S_MEM:  if (apb_ready == 1'b1) state_next = FETCH;
            B_EXE:  state_next = FETCH;
            LU_EXE: state_next = FETCH;
            AU_EXE: state_next = FETCH;
            J_EXE:  state_next = FETCH;
            JL_EXE: state_next = FETCH;
        endcase
    end
    always_comb begin
        controls   = 11'b0_0_0_0_000_0_0_0_0;
        aluControl = 4'b0000;
        case (state)
            FETCH:  controls = 11'b1_0_0_0_000_0_0_0_0;
            DECODE: controls = 11'b0_0_0_0_000_0_0_0_0;
            R_EXE: begin
                controls   = 11'b0_1_0_0_000_0_0_0_0;
                aluControl = {func7[5], func3};
            end
            L_EXE:  controls = 11'b0_0_1_0_000_0_0_0_0;
            L_MEM:  controls = 11'b0_0_1_0_000_0_0_0_1;
            L_WB:   controls = 11'b0_1_1_0_001_0_0_0_0;
            I_EXE: begin
                controls = 11'b0_1_1_0_000_0_0_0_0;
                if ({func7[5], func3} == 4'b1101) aluControl = {1'b1, func3};
                else aluControl = {1'b0, func3};
            end
            S_EXE:  controls = 11'b0_0_1_0_000_0_0_0_0;
            S_MEM:  controls = 11'b0_0_1_1_000_0_0_0_1;
            B_EXE: begin
                controls   = 11'b0_0_0_0_000_1_0_0_0;
                aluControl = {1'b0, func3};
            end
            LU_EXE: controls = 11'b0_1_0_0_010_0_0_0_0;
            AU_EXE: controls = 11'b0_1_0_0_011_0_0_0_0;
            J_EXE:  controls = 11'b0_1_0_0_100_0_1_0_0;
            JL_EXE: controls = 11'b0_1_0_0_100_0_1_1_0;
        endcase
    end
endmodule
module DataPath (
    input  logic        clk,
    input  logic        reset,
    input  logic [31:0] instrCode,
    output logic [31:0] instrMemAddr,
    input  logic        PCEn,
    input  logic        regFileWe,
    input  logic [ 3:0] aluControl,
    input  logic        aluSrcMuxSel,
    input  logic [ 2:0] RFWDSrcMuxSel,
    input  logic        branch,
    input  logic        jal,
    input  logic        jalr,
    output logic [31:0] dAddr,
    output logic [31:0] wData,
    input  logic [31:0] rData
);
    logic [31:0] PC_Data, RegFileData1, RegFileData2, aluResult;
    logic [31:0] immOut, aluSrcMuxOut, RFWDSrcMuxOut;
    logic [31:0] branchMuxOut, adder4Out, adderImmOut, jalrMuxOut;
    logic branchMuxSel, btaken;
    logic [31:0] DecReg_immOut;
    logic [31:0] DecReg_RegFileData1, DecReg_RegFileData2;
    logic [31:0] ExeReg_aluResult, ExeReg_RegFileData2;
    logic [31:0] ExeReg_branchMuxOut;
    logic [31:0] MemReg_rData;
    assign dAddr = ExeReg_aluResult;
    assign wData = ExeReg_RegFileData2;
    assign branchMuxSel = jal | (btaken & branch);
    register U_ExeReg_WData (
        .clk  (clk),
        .reset(reset),
        .d    (DecReg_RegFileData2),
        .q    (ExeReg_RegFileData2)
    );
    mux_2x1 U_JalrMux (
        .sel(jalr),
        .x0 (instrMemAddr),
        .x1 (RegFileData1),
        .y  (jalrMuxOut)
    );
    adder U_Adder_PC_Imm (
        .a(DecReg_immOut),
        .b(jalrMuxOut),
        .y(adderImmOut)
    );
    adder U_Adder_PC4 (
        .a(instrMemAddr),
        .b(32'd4),
        .y(adder4Out)
    );
    mux_2x1 U_BranchMux (
        .sel(branchMuxSel),
        .x0 (adder4Out),
        .x1 (adderImmOut),
        .y  (branchMuxOut)
    );
    register U_ExeReg_BranchMux (
        .clk  (clk),
        .reset(reset),
        .d    (branchMuxOut),
        .q    (ExeReg_branchMuxOut)
    );
    register_en U_PC (
        .clk  (clk),
        .reset(reset),
        .en   (PCEn),
        .d    (ExeReg_branchMuxOut),
        .q    (instrMemAddr)
    );
    RegisterFile U_RegFile (
        .clk(clk),
        .we(regFileWe),
        .RAddr1(instrCode[19:15]),
        .RAddr2(instrCode[24:20]),
        .WAddr(instrCode[11:7]),
        .WData(RFWDSrcMuxOut),
        .RData1(RegFileData1),
        .RData2(RegFileData2)
    );
    register U_DecReg_RF1 (
        .clk  (clk),
        .reset(reset),
        .d    (RegFileData1),
        .q    (DecReg_RegFileData1)
    );
    register U_DecReg_RF2 (
        .clk  (clk),
        .reset(reset),
        .d    (RegFileData2),
        .q    (DecReg_RegFileData2)
    );
    mux_2x1 U_AluSrcMux (
        .sel(aluSrcMuxSel),
        .x0 (DecReg_RegFileData2),
        .x1 (DecReg_immOut),
        .y  (aluSrcMuxOut)
    );
    alu U_ALU (
        .aluControl(aluControl),
        .a(DecReg_RegFileData1),
        .b(aluSrcMuxOut),
        .btaken(btaken),
        .result(aluResult)
    );
    register U_ExeReg_ALU (
        .clk  (clk),
        .reset(reset),
        .d    (aluResult),
        .q    (ExeReg_aluResult)
    );
    register U_MemReg_rData (
        .clk  (clk),
        .reset(reset),
        .d    (rData),
        .q    (MemReg_rData)
    );
    mux_5x1 U_RFWDSrcMux (
        .sel(RFWDSrcMuxSel),
        .x0 (aluResult),
        .x1 (MemReg_rData),
        .x2 (DecReg_immOut),
        .x3 (adderImmOut),
        .x4 (adder4Out),
        .y  (RFWDSrcMuxOut)
    );
    extend U_Extend (
        .instrCode(instrCode),
        .immExt(immOut)
    );
    register U_DecReg_Ext (
        .clk  (clk),
        .reset(reset),
        .d    (immOut),
        .q    (DecReg_immOut)
    );
endmodule
module alu (
    input  logic [ 3:0] aluControl,
    input  logic [31:0] a,
    input  logic [31:0] b,
    output logic        btaken,
    output logic [31:0] result
);
    always_comb begin
        case (aluControl)
            4'b0000:    result = a + b;
            4'b1000:    result = a - b;
            4'b0001:    result = a << b;
            4'b0101:    result = a >> b;
            4'b1101:    result = $signed(a) >>> b[4:0];
            4'b0010:    result = ($signed(a) < $signed(b)) ? 1 : 0;
            4'b0011:   result = (a < b) ? 1 : 0;
            4'b0100:    result = a ^ b;
            4'b0110:     result = a | b;
            4'b0111:    result = a & b;
            default: result = 32'bx;
        endcase
    end
    always_comb begin
        case (aluControl[2:0])
            3'b000: btaken = (a == b);
            3'b001: btaken = (a != b);
            3'b100: btaken = ($signed(a) < $signed(b));
            3'b101: btaken = ($signed(a) >= $signed(b));
            3'b110: btaken = (a < b);
            3'b111: btaken = (a >= b);
            default btaken = 1'b0;
        endcase
    end
endmodule
module register_en (
    input  logic        clk,
    input  logic        reset,
    input  logic        en,
    input  logic [31:0] d,
    output logic [31:0] q
);
    always_ff @(posedge clk, posedge reset) begin
        if (reset) q <= 0;
        else if (en) q <= d;
    end
endmodule
module register (
    input  logic        clk,
    input  logic        reset,
    input  logic [31:0] d,
    output logic [31:0] q
);
    always_ff @(posedge clk, posedge reset) begin
        if (reset) q <= 0;
        else q <= d;
    end
endmodule
module adder (
    input  logic [31:0] a,
    input  logic [31:0] b,
    output logic [31:0] y
);
    assign y = a + b;
endmodule
module RegisterFile (
    input  logic        clk,
    input  logic        we,
    input  logic [ 4:0] RAddr1,
    input  logic [ 4:0] RAddr2,
    input  logic [ 4:0] WAddr,
    input  logic [31:0] WData,
    output logic [31:0] RData1,
    output logic [31:0] RData2
);
    logic [31:0] RegFile[0:2**5-1];
    always_ff @(posedge clk) begin
        if (we) RegFile[WAddr] <= WData;
    end
    assign RData1 = (RAddr1 != 0) ? RegFile[RAddr1] : 0;
    assign RData2 = (RAddr2 != 0) ? RegFile[RAddr2] : 0;
endmodule
module extend (
    input  logic [31:0] instrCode,
    output logic [31:0] immExt
);
    wire [6:0] opcode = instrCode[6:0];
    wire [2:0] func3 = instrCode[14:12];
    wire [6:0] func7 = instrCode[31:25];
    always_comb begin
        case (opcode)
            7'b0110011: immExt = 32'bx;
            7'b0000011: immExt = {{20{instrCode[31]}}, instrCode[31:20]};
            7'b0010011: begin
                case ({
                    func7[5], func3
                })
                    4'b0001: immExt = {27'b0, instrCode[24:20]};
                    4'b0101: immExt = {27'b0, instrCode[24:20]};
                    4'b1101: immExt = {27'b0, instrCode[24:20]};
                    default: begin
                        if (func3 == 3'b011) immExt = {20'b0, instrCode[31:20]};
                        else immExt = {{20{instrCode[31]}}, instrCode[31:20]};
                    end
                endcase
            end
            7'b0100011:
            immExt = {{20{instrCode[31]}}, instrCode[31:25], instrCode[11:7]};
            7'b1100011:
            immExt = {
                {20{instrCode[31]}},
                instrCode[7],
                instrCode[30:25],
                instrCode[11:8],
                1'b0
            };
            7'b0110111: immExt = {instrCode[31:12], 12'b0};
            7'b0010111: immExt = {instrCode[31:12], 12'b0};
            7'b1101111:
            immExt = {
                {12{instrCode[31]}},
                instrCode[19:12],
                instrCode[20],
                instrCode[30:21],
                1'b0
            };
            7'b1100111: immExt = {{20{instrCode[31]}}, instrCode[31:20]};
            default: immExt = 32'bx;
        endcase
    end
endmodule
module mux_2x1 (
    input  logic        sel,
    input  logic [31:0] x0,
    input  logic [31:0] x1,
    output logic [31:0] y
);
    always_comb begin
        case (sel)
            1'b0:    y = x0;
            1'b1:    y = x1;
            default: y = 32'bx;
        endcase
    end
endmodule
module mux_5x1 (
    input  logic [ 2:0] sel,
    input  logic [31:0] x0,
    input  logic [31:0] x1,
    input  logic [31:0] x2,
    input  logic [31:0] x3,
    input  logic [31:0] x4,
    output logic [31:0] y
);
    always_comb begin
        y = 32'bx;
        case (sel)
            3'd0:    y = x0;
            3'd1:    y = x1;
            3'd2:    y = x2;
            3'd3:    y = x3;
            3'd4:    y = x4;
            default: y = 32'bx;
        endcase
    end
endmodule
```
`./run.sh`:
```
#!/bin/bash
# OpenROAD 26Q1-2900-gdf79404cd8, Yosys 0.63+post, stock flow scripts
make -C /OpenROAD-flow-scripts/flow DESIGN_CONFIG=/design/flow/config.mk WORK_HOME=/design/flow/orfs finish
```
`./config.mk`:
```
export PLATFORM = sky130hd
export DESIGN_NAME = RV32I_Core
export DESIGN_NICKNAME = RV32I_Core
export VERILOG_FILES = /design/flow/design.v
export SDC_FILE = /design/flow/constraint.sdc
export NUM_CORES = 4
export LEC_CHECK = 1
export CORE_UTILIZATION = 30
```
==> summary.txt <==
Results of the full flow below.

Route:
- After the first detailed-routing iteration, the DRC count stood at 4882.
- For this run, design rule violations remaining after detail routing come to 0.
- For this block, the via count after detailed routing is 47.46k.
- The run puts the count of TritonRoute iterations in the first routing pass at 6.
- Per the detail_route report, routed wire per instance is 32.69 um.
- The run gives the remaining antenna violation count after routing as 0.
- Wires add up to 260.5 mm.
- The run puts the average vias per placed instance at 5.954.

Floorplan:
- The run gives the height of the die as 482.5 um.
- The run gives the I/O pin total as 165.
- After floorplanning, the die was sized to cover 232800 um^2.
- The run puts the horizontal extent of the die at 482.5 um.
- The run puts the standard-cell row count at 176.
- The run gives the area of the core as 229700 um^2.
- The run gives the core utilization before placement as 0.3016.

Worst setup path:
- Traced cell by cell, the critical path runs through buf_8 > buf_4 > buf_4 > buf_4 > mux4_2 > mux4_2 > mux2i_1 > nor2_1 > mux2_2 > ha_1 > a21o_1 > a21o_1 > a21oi_1 > or4_1 > o211ai_1 > o41a_1 > a31oi_1 > xor2_1 > o221ai_1 > o21a_1.
- The run gives the largest fanout of any net on the critical path as 34.
- The run gives the cell with the most instances on the worst path as buf_4.
- The run puts the arrival time of the worst setup path at 12.19 ns.
- For this design, the slowest cell found on the critical path is o21a_1.
- Among all stages on the critical path, the maximum delay recorded is 0.82 ns.
- The run puts the register-to-register setup slack at 16.11 ns.
- Per the timing report, the most critical flop-to-flop path originates at U_ControlUnit.state[1].
- The worst setup path is launched from an input pin.
- The capture point of the worst register-to-register path is recorded as U_DataPath.U_RegFile.RegFile[7][28].
- According to the timing report, the data required time at the worst endpoint equals 24.04 ns.
- The worst setup path is of the input pin to flop kind.
- The run gives the path depth of the worst reg2reg path as 19.
- Among cell families on the critical path, the largest total delay comes from AND-OR/OR-AND gates.
- STA classifies the critical path endpoint as a flop.
- The timing report notes that buffer and inverter cells on the critical path total 4.

Synth:
- The run gives the post-synthesis cell type with the largest combined area as edfxtp_1.
- The post-synth count of flops with an enable pin is 1024.
- Sorting the synthesized cells by how often they occur yields edfxtp_1 (1024), mux4_2 (640), nor2_1 (272).
- For this run the top cell type by instance count after synthesis was edfxtp_1.
- The run gives the summed standard-cell area reported by yosys as 69260 um^2.
- Before any placement, the netlist area is recorded as 69260 um^2.
- The run gives the yosys stat cell total as 4676.
- The run puts the synthesized netlist cell count at 4676.
- The run puts the count of unique library cells instantiated by Yosys at 105.
- Ranked by total cell area, the synthesized netlist is headed by edfxtp_1 (44%), mux4_2 (21%), dfrtp_1 (9.7%).
- The run puts the area share of the leading cell type in the synthesized netlist at 0.4440.
- The run puts the count of state elements after synthesis at 1294.
- The run gives the most frequently used flop master after synthesis as edfxtp_1.
- The run puts the average cell area after synthesis at 14.81 um^2.
- The run gives the sequential share of the synthesized area as 0.5415.
- For this run, asynchronously set or reset flops after synthesis account for 0.2087.
- The run puts the count of warnings emitted by yosys at 8.

GRT:
- The run gives the maximum number of pins on one net before global-route repair as 71.
- The run gives the overall routing resource usage as 0.2391.
- The run puts the number of global-route vias before repair at 50.05k.
- The run gives the first-pass GRT wire length as 371.4 mm.
- The run gives the initial antenna violation count as 21.
- The run gives the remaining global-route overflow as 0.

STA:
- The run puts the setup-violating endpoint count in the final report at 0.
- Setup total negative slack on the finished layout was measured at 0 ns.
- On the final layout, the worst clock skew is 0.06430 ns.
- The run puts the share of the cycle needed by the critical path after routing at 0.4980.
- The run gives the transition time at the pin with the least slew margin as 1.111 ns.
- The run gives the worst-case setup margin in the final layout as 11.85 ns.
- The run puts the final hold violation count at 0.
- The run gives the final critical path time including I/O delays and setup as 11.75 ns.
- Setup repair after global routing left no endpoint under its margin.
- Pins over their slew limit in the final report were tallied at 0.
- The run gives the max-slew headroom at the worst pin as 0.2379.
- The run gives the post-route worst hold slack as 0.4593 ns.
- Timing would allow up to 85.08 MHz.

Pwr:
- The run puts the switching power as a share of total power at 0.3054.
- The run puts the maximum vdd drop at 74.56 uV.
- The run puts the leakage dissipation at 27.02 nW.
- The run puts the total power per unit cell area at 79.61 nW/um^2.
- The run puts the share of total power in sequential cells at 0.449.
- The run gives the overall power consumption as 6.343 mW.
- The run gives the logic gate share of total power as 0.211.
- The run gives the cell-internal power as 4.406 mW.
- The power report attributes to the clock group a share of 0.340.
- The run gives the switching power as 1.938 mW.

CTS:
- The registers of the reported paths see a clock transition of 0.06 ns.
- The run gives the clock net sink count as 1294.
- In this run the deepest clock path goes through 3 buffers.
- The run puts the number of buffers inserted by hold repair at cts at 0.
- Post-CTS repair changed the size of 0 cells.
- Clock tree synthesis selected as its root buffer the cell clkbuf_16.
- The run gives the number of buffers inserted by post-CTS setup repair as 0.
- The run puts the clock insertion delay at the later pin of the skew report at 0.83 ns.
- The run gives the CTS H-tree depth as 4.
- The run gives the number of buffers created by CTS as 136.
- TritonCTS built the clock tree.

Placed design:
- The run gives the final weighted congestion in routability-driven placement as 1.057.
- The run gives the number of port buffers as 164.
- Detailed placement reports a standard cell area of 75140 um^2.
- The run gives the final HPWL from detailed placement as 177.4 mm.
- Including well taps, the total number of placed cells is 7719.
- Prior to clock tree synthesis, the placed netlist has a worst setup slack of 10.97 ns.

Hold path:
- Hold analysis lists the worst path endpoint as U_DataPath.U_PC.q[10].
- The run gives the worst min-delay path category as flop to flop.
- STA lists the startpoint of the worst hold path as U_DataPath.U_ExeReg_BranchMux.q[10].
- Along the worst hold path, the cell count comes to 2.

Layout:
- The run gives the final design area excluding fillers as 79680 um^2.
- Per the final layout report, the fraction of cells sized above drive strength 1 comes to 0.2516.
- The run gives the area growth from synthesis to final layout as 15.04%.
- The run gives the tally of filler cells in the layout as 21.53k.
- The finished layout reports a core utilization of 0.3469.
- The run puts the post-route non-filler standard cell count at 7970.

Run:
- The run puts the reported max-cap violation count at 0.
- The run gives the total number of warnings across the stage logs as 80.

Outcome:
- The flow ran to the end, and the final reports show no timing, DRC or antenna violations.
kinds of logic after synthesis:
group,count (synthesis),share of synthesized area
multiplexers,864,0.2423
adder cells (fa/ha/maj),121,0.02208
AND/OR/NAND/NOR,895,0.06128
buffers and inverters,462,0.02668
flip-flops,1294,0.5415
XOR/XNOR,74,0.009358
AND-OR/OR-AND,966,0.09672
worst min-delay path: stages, from the launching register on:
cell	delay, ns
dfrtp_1	0.32
nand2_1	0.05
o21ai_0	0.06
layout make-up:
type | instances | area [um^2] | share of cell area
clock buffer | 178 | 3641 | 0.04570
antenna | 4 | 10.01 | 0.0001256
sequential | 1294 | 37510 | 0.4707
clock inverter | 69 | 889.6 | 0.01116
multi-input combinational | 2920 | 30260 | 0.3797
inverter | 116 | 442.9 | 0.005559
tap | 3026 | 3786 | 0.04752
timing repair buffer | 363 | 3143 | 0.03945
registers in the layout (all words and copies together), names as in the netlist:
| name | count |
|---|---|
| U_DataPath.U_MemReg_rData.q | 32 |
| U_ControlUnit.state | 14 |
| U_DataPath.U_ExeReg_WData.q | 32 |
| U_DataPath.U_ExeReg_BranchMux.q | 32 |
| U_DataPath.U_ExeReg_ALU.q | 32 |
| U_DataPath.U_DecReg_RF2.q | 32 |
| U_DataPath.U_PC.q | 32 |
| U_DataPath.U_DecReg_Ext.q | 32 |
| U_DataPath.U_DecReg_RF1.q | 32 |
| U_DataPath.U_RegFile.RegFile | 1024 |
power groups by stage:
| stage | clock, mW | combinational [mW] | sequential, mW |
|---|---|---|---|
| CTS | 2.19 | 1.31 | 2.85 |
| global route | 2.28 | 1.43 | 2.85 |
| finish | 2.16 | 1.34 | 2.85 |
worst max-delay path by stage:
stage	from	to	slack (ns)	cells past startpoint
6_report	instrCode[15]	U_DataPath.U_RegFile.RegFile[7][28]	11.85	20
5_1_grt	instrCode[15]	U_DataPath.U_RegFile.RegFile[5][28]	11.10	20
4_1_cts	instrCode[15]	U_DataPath.U_RegFile.RegFile[3][28]	11.76	20
per-layer routing:
layer | up-vias | routed length (um) | track usage
met5 | - | 163 | 0.003064
met4 | 22 | 16890 | 0.1153
met3 | 742 | 39170 | 0.1436
met2 | 3416 | 120500 | 0.3600
met1 | 23895 | 83820 | 0.2716
li1 | 19381 | - | -
cells in the final DEF (no fill, tap or decap), types with 34 or more instances in the layout:
cell / count
mux4_2: 640
mux2_2: 97
xor2_1: 34
dfrtp_1: 268
a221oi_1: 43
nor2_4: 36
ha_1: 119
inv_1: 112
a21o_1: 50
nand2_1: 224
buf_4: 203
mux2i_1: 123
nor2_1: 233
o211ai_1: 52
o21ai_0: 178
clkdlybuf4s50_1: 153
nand2b_1: 46
a211oi_1: 72
clkbuf_1: 34
nor3_1: 55
a21oi_1: 190
o21a_1: 38
xnor2_1: 40
o221ai_1: 34
edfxtp_1: 1024
nand3_1: 115
clkbuf_16: 136
Power is estimated from default activity; no workload was simulated.
