## /design/flow/run.sh

```bash
#!/bin/bash
# OpenROAD 26Q1-2900-gdf79404cd8, Yosys 0.63+post, stock flow scripts
make -C /OpenROAD-flow-scripts/flow DESIGN_CONFIG=/design/flow/config.mk WORK_HOME=/design/flow/orfs finish
```

## /design/flow/config.mk

```make
export PLATFORM = sky130hd
export DESIGN_NAME = periph_dht11
export DESIGN_NICKNAME = periph_dht11
export VERILOG_FILES = /design/flow/design.v
export SDC_FILE = /design/flow/constraint.sdc
export NUM_CORES = 4
export LEC_CHECK = 1
export CORE_UTILIZATION = 50
```

## /design/flow/constraint.sdc

```tcl
current_design periph_dht11

set clk_period 6.3
set clk_io_pct 0.2

create_clock -name clk0 -period $clk_period [get_ports {PCLK}]

set non_clock_inputs [all_inputs -no_clocks]
set_input_delay [expr $clk_period * $clk_io_pct] -clock clk0 $non_clock_inputs
set_output_delay [expr $clk_period * $clk_io_pct] -clock clk0 [all_outputs]
```

## /design/flow/design.v

```verilog
`timescale 1ns/1ps
module periph_dht11 (
    input  logic        PCLK,      
    input  logic        PRESET,    
    input  logic [31:0] PADDR,
    input  logic        PWRITE,
    input  logic        PSEL,
    input  logic        PENABLE,
    input  logic [31:0] PWDATA,
    output logic [31:0] PRDATA,
    output logic        PREADY,
    inout  logic        data_io
);
    logic [$clog2(11600) - 1:0] humidity, temperature;
    logic start, clk_out;
    apb_slave_interface_dht11 U_APB_SLAVE_INTERFACE (
        .*,
        .start(start),
        .humidity(humidity),
        .temperature(temperature)
    );
    clock_gate U_CLOCK_GATE(
        .clk_in(PCLK),    
        .enable(start),    
        .clk_out(clk_out)
    );
    DHT11_CONTROLLER U_DHT11(
        .clk(clk_out),
        .reset(PRESET),
        .data_io(data_io),
        .humidity(humidity),
        .temperature(temperature),
        .led()
    );
endmodule
module apb_slave_interface_dht11 (
    input  logic        PCLK,        
    input  logic        PRESET,      
    input  logic [31:0] PADDR,
    input  logic        PWRITE,
    input  logic        PSEL,
    input  logic        PENABLE,
    input  logic [31:0] PWDATA,
    output logic [31:0] PRDATA,
    output logic        PREADY,
    output logic        start,
    input  logic [$clog2(11600) - 1:0] humidity,
    input  logic [$clog2(11600) - 1:0] temperature
);
    localparam START_ADDR = 4'h0;
    localparam HUMIDITY_ADDR = 4'h4;
    localparam TEMPERATURE_ADDR = 4'h8;
    logic [31:0] start_reg, humidity_reg, temperature_reg;
    assign start     = start_reg[0];
    assign humidity_reg = humidity;
    assign temperature_reg = temperature;
    always_ff @(posedge PCLK, posedge PRESET) begin
        if (PRESET) begin
            start_reg <= 0;
        end else begin
            PREADY <= 1'b0;
            if (PSEL && PENABLE && PWRITE) begin
                PREADY <= 1'b1;
                case (PADDR[3:0])
                    START_ADDR    : start_reg <= PWDATA;
                    default:        ;
                endcase
            end else if (PSEL && PENABLE && !PWRITE) begin
                PREADY <= 1'b1;
                case (PADDR[3:0])
                    START_ADDR:     PRDATA <= start_reg;
                    HUMIDITY_ADDR:  PRDATA <= humidity_reg; 
                    TEMPERATURE_ADDR: PRDATA <= temperature_reg;
                    default:        PRDATA = 'x;
                endcase
            end
        end
    end
endmodule
module DHT11_CONTROLLER(
    input clk,
    input reset,
    inout data_io,
    output reg [$clog2(11600) - 1:0] humidity,
    output reg [$clog2(11600) - 1:0] temperature,
    output reg [7:0] led
);
    localparam IDLE = 4'b0001;
    localparam SEND_REQUEST = 4'b0010;
    localparam WAIT_RESPONSE_LOW = 4'b0011;
    localparam WAIT_RESPONSE_HIGH = 4'b0100;
    localparam READ_DATA = 4'b0101;
    localparam VERIFY_CHECKSUM = 4'b0110;
    localparam TIMEOUT = 100_000;
    reg [$clog2(TIMEOUT):0] timeout_counter;
    reg [5:0] bit_counter;   
    reg [39:0] data_buffer;
    reg read_state;
    reg data_tri;   
    reg data_tx;
    reg prev_data_io;
    assign data_io = (data_tri) ? 1'bZ : data_tx;
    reg [21:0] us_tick_counter;
    wire w_us_tick, w_ms_tick;
    reg [3:0] state, next_state;
    tick_clock #(
        .CLOCK_FREQ (100_000_000),
        .TARGET_FREQ(1_000_000)
    ) us_tick_generator (
        .clk  (clk),
        .reset(reset),
        .tick (w_us_tick)
    );
    always @(posedge clk or posedge reset) begin
        if(reset) begin
            state <= IDLE;
        end else begin
            state <= next_state;
        end
    end
    always @(*) begin
        next_state = state;
        if (w_us_tick) begin
            case (state)
                IDLE: begin
                    if (us_tick_counter > 3_000_000) begin
                        next_state = SEND_REQUEST;
                    end
                end
                SEND_REQUEST: begin
                    if (us_tick_counter > 18_000) begin
                        next_state = WAIT_RESPONSE_LOW;
                    end
                end
                WAIT_RESPONSE_LOW: begin
                    if (!data_io && prev_data_io) begin
                        next_state = WAIT_RESPONSE_HIGH;
                    end else if (us_tick_counter > TIMEOUT) begin
                        next_state = IDLE;
                    end
                end
                WAIT_RESPONSE_HIGH: begin
                    if (data_io && !prev_data_io) begin
                        next_state = READ_DATA;
                    end else if (us_tick_counter > TIMEOUT) begin
                        next_state = IDLE;
                    end
                end
                READ_DATA: begin
                    if (bit_counter >= 40) begin
                        next_state = VERIFY_CHECKSUM;
                    end else if (us_tick_counter > TIMEOUT) begin
                        next_state = IDLE;
                    end
                end
                VERIFY_CHECKSUM: begin
                    next_state = IDLE;
                end
                default: next_state = IDLE;
            endcase
        end 
    end
    always @(posedge clk or posedge reset) begin
        if (reset) begin
            data_tri <= 0;
            data_tx <= 1;
            bit_counter <= 0;
            led <= 8'b00000000;
            data_buffer <= 0;
            humidity <= 0;
            temperature <= 0;
            read_state <= 0;
            prev_data_io <= 1;
            us_tick_counter <= 0;
        end else if (w_us_tick) begin
            prev_data_io <= data_io;
            case (state)
                IDLE: begin
                    led <= 8'b00000001;
                    if (us_tick_counter > 3_000_000) begin
                        data_tri <= 0;
                        data_tx <= 0;
                        us_tick_counter <= 0;
                    end else begin
                        us_tick_counter <= us_tick_counter + 1;
                    end
                end
                SEND_REQUEST: begin
                    led <= 8'b00000011;
                    if (us_tick_counter > 18_000) begin
                        data_tri <= 1;
                        data_tx <= 1;
                        us_tick_counter <= 0;
                    end else begin
                        us_tick_counter <= us_tick_counter + 1;
                    end
                end
                WAIT_RESPONSE_LOW: begin
                    led <= 8'b00000111;
                    us_tick_counter <= us_tick_counter + 1;
                end
                WAIT_RESPONSE_HIGH: begin
                    led <= 8'b00001111;
                    if (data_io && !prev_data_io) begin
                        bit_counter <= 0;
                        us_tick_counter <= 0;
                        read_state <= 0;
                    end else begin
                        us_tick_counter <= us_tick_counter + 1;
                    end
                end
                READ_DATA: begin
                    led <= 8'b00011111;
                    case (read_state)
                        0: begin
                            if (data_io && !prev_data_io) begin
                                us_tick_counter <= 0;
                                read_state <= 1;
                            end else begin
                                us_tick_counter <= us_tick_counter + 1;
                            end
                        end
                        1: begin
                            if (!data_io && prev_data_io) begin
                                us_tick_counter <= 0;
                                data_buffer[39 - bit_counter] <= (us_tick_counter > 50) ? 1'b1 : 1'b0;
                                bit_counter <= bit_counter + 1;
                                read_state <= 0;
                            end else begin
                                us_tick_counter <= us_tick_counter + 1;
                            end
                        end
                    endcase
                end
                VERIFY_CHECKSUM: begin
                    led <= 8'b00111111;
                    if(data_buffer[7:0] == data_buffer[39:32] + data_buffer[31:24] + data_buffer[23:16] + data_buffer[15:8]) begin
                        humidity <= {data_buffer[39:32]};
                        temperature <= (data_buffer[23:16]) * 100 + (data_buffer[15:8]);
                    end
                end
            endcase
        end
    end
endmodule
`timescale 1ns / 1ps
module clock_gate (
    input  logic clk_in,    
    input  logic enable,    
    output logic clk_out    
);
    assign clk_out = clk_in & enable;
endmodule
`timescale 1ns / 1ps
module tick_clock #(
    parameter CLOCK_FREQ = 100_000_000,  
    parameter TARGET_FREQ = 9600         
)
(
    input clk, reset,
    output reg tick
);
    localparam COUNTER_MAX = CLOCK_FREQ / TARGET_FREQ - 1;
    reg [$clog2(COUNTER_MAX):0] r_counter;
    always @(posedge clk or posedge reset) begin
        if (reset) begin
            tick <= 0;
            r_counter <= 0;
        end else begin
            if (r_counter == COUNTER_MAX) begin
                r_counter <= 0;
                tick <= 1;
            end else begin
                r_counter <= r_counter + 1;
                tick <= 0;
            end
        end
    end
endmodule
```

==> impl_metrics.csv <==
group,metric,value,unit
synth,synth-compound-area-share,8.77,%
synth,synth.ff_latch_count,173,
synth,yosys-mux-area-fraction,11.1,%
synth,synth.largest_area_cell,"dfrtp_1",
cts,cts_post_setup_buffers_inserted,0,
synth,syn-instance-count,897,
floorplanning,floorplanUtilization,51.5,%
synth,synth-warning-count,4,
floorplanning,rows,50,
synth,yosys.cell_types.count,68,
floorplanning,die_w,142,um
synth,synth_top_cell_by_count,"dfrtp_1",
synth,syn_avg_cell_area,10.9,um^2
status,stop_error,"[error] [KeplerFormal.cpp:679] Workflow failed: Iso has multiple drivers: .data_io0, data_io$_DFFE_PP1P_.Q0",
synth,synth.cell_area,9770,um^2
place,dpl.cell_count,1208,
cts,cts_hold_buffers,5,
synth,synth_stat.cells,897,
synth,xor_and_xnor_fraction_of_the_mapped_netlist_area,4.71,%
status,run_status,"stopped before the end",
synth,synth-edff-count,33,
synth,adder_share,10.9,%
synth,synth.top_cells.by_area,"dfrtp_1 (35%), edfxtp_1 (10%), mux2_2 (7.3%)",
synth,flop_cell,"dfrtp_1",
place,placed_cell_area,10800,um^2
status,flow.stopped_at,"4_1_cts",
floorplanning,chipHeight,142,um
synth,seq_area_frac_synth,46.0,%
place,gp_congestion,0.874,
synth,yosys.area.top_type_share,35.1,%
floorplanning,ioPinCount,103,
cts,number_of_cells_upsized_or_downsized_after_cts,0,
synth,synth-area-yosys,9770,um^2
place,number_of_input_and_output_port_buffers_inserted,73,
synth,netlist_top_cells_count,"dfrtp_1 (137), nand2_1 (111), mux2_2 (63), ha_1 (56), nor2_1 (54)",
synth,ys_top_logic_family,"simple AND/OR/NAND/NOR gates",
synth,synth-async-reset-ratio,80.9,%
place,place.detailed.hpwl,13900,um
synth,simple_gate_area_share,15.3,%
## per-stage QoR
step / setup slack (ps) / hold WS, ps / total power, mW
2_1_floorplan: 1270 / -2830 / 0.742
3_3_place_gp: 2180 / -2820 / 0.792
3_5_place_dp: 2140 / -2820 / 0.796
## logic make-up after synthesis
group                      Yosys count
adders and majority gates           74
and+or+nand+nor                    294
muxes                               97
xor gates and xnor gates            51
buffers and inverters               78
DFF                                173
AOI/OAI and AO/OA                  130
Power is estimated from default activity; no workload was simulated.
