==> ./design.v <==
`timescale 1ns/1ps
module tick_generator 
(
    input clk, reset,
    input [31:0] prescaler,
    output clk_out
);
    reg r_tick;
    reg [31 : 0] r_tick_counter;
    always @(posedge clk, posedge reset) begin
        if(reset) begin
            r_tick <= 0;
            r_tick_counter <= 0;
        end else if(r_tick_counter == prescaler - 1) begin
            r_tick <= 1;
            r_tick_counter <= 0;
        end else begin
            r_tick <= 0;
            r_tick_counter <= r_tick_counter + 1;
        end
    end
    assign clk_out = r_tick;
endmodule
`timescale 1ns / 1ps
module TRANSMITTER(
    input clk, reset,
    input start, br_tick, br_tick_16_divide,
    input [7:0] tx_DATA,
    output tx_busy, tx_done,
    output tx
    );
    localparam IDLE = 4'b0000, START = 4'b0001, STOP = 4'b1111,
            DATA = 4'b0010;
    reg [3:0] state, next_state;
    reg [7:0] temp_DATA, next_temp_DATA;
    reg [4:0] r_br_tick_16_divide_counter;
    reg [3:0] BIT_COUNT;
    reg r_tx_busy, next_r_tx_busy;
    reg r_tx_done, next_r_tx_done;
    reg r_tx, next_r_tx;
    always @(posedge clk, posedge reset) begin
        if(reset) begin
            state <= IDLE;
            temp_DATA <= 0;
            r_tx_busy <= 0;
            r_tx_done <= 0;
            r_tx <= 0;
        end else begin
            state <= next_state;
            temp_DATA <= next_temp_DATA;
            r_tx_busy <= next_r_tx_busy;
            r_tx_done <= next_r_tx_done;
            r_tx <= next_r_tx;
        end
    end
    always @(posedge clk, posedge reset) begin
        if(reset) begin
            r_br_tick_16_divide_counter <= 0;
            BIT_COUNT <= 0;
        end else if(state != next_state) begin
            r_br_tick_16_divide_counter <= 0;
            BIT_COUNT <= 0;
        end else begin
            if(r_br_tick_16_divide_counter == 16) begin
                BIT_COUNT <= BIT_COUNT + 1;
                r_br_tick_16_divide_counter <= 0;
            end else begin
                BIT_COUNT <= BIT_COUNT;
                if(br_tick_16_divide) begin
                    r_br_tick_16_divide_counter <= r_br_tick_16_divide_counter + 1;
                end else begin
                    r_br_tick_16_divide_counter <= r_br_tick_16_divide_counter;
                end
            end
        end
    end
    always @(*) begin
        next_state = state;
        next_temp_DATA = temp_DATA;
        next_r_tx_busy = r_tx_busy;
        next_r_tx_done = r_tx_done;
        next_r_tx = r_tx;
        case (state)
            IDLE: begin
                next_r_tx = 1;
                next_r_tx_done = 0;
                next_r_tx_busy = 0;
                if(start) begin
                    next_state = START;
                    next_temp_DATA = tx_DATA;
                    next_r_tx_busy = 1;
                end
            end
            START: begin
                next_r_tx = 0;
                if(r_br_tick_16_divide_counter == 16) begin
                    next_state = DATA;
                end
            end
            DATA: begin
               next_r_tx = temp_DATA[BIT_COUNT];
               if(BIT_COUNT == 8) begin
                    next_state = STOP;
               end
            end
            STOP: begin
                next_r_tx = 1;
                if(r_br_tick_16_divide_counter == 16) begin
                    next_state = IDLE;
                    next_r_tx_done = 1;
                end
            end
        endcase
    end
   assign tx = r_tx;
   assign tx_busy = r_tx_busy;
   assign tx_done = r_tx_done; 
endmodule
module RECEIVER (
    input clk, reset, 
    input rx_data, br_tick, br_tick_16_divide,
    output rx_done, rx_busy,
    output [7:0] rx
);
    localparam IDLE = 2'b00, START = 2'b01, DATA = 2'b10, STOP = 2'b11;
    reg [1:0] state, next_state;
    reg [4:0] r_br_tick_16_divide_counter;
    reg [3:0] BIT_COUNT;
    reg r_rx_busy, next_r_rx_busy;
    reg r_rx_done, next_r_rx_done;
    reg [7:0] r_rx, next_r_rx;
    always @(posedge clk, posedge reset) begin
        if(reset) begin
            state <= IDLE;
            r_rx_busy <= 0;
            r_rx_done <= 0;
            r_rx <= 0;
        end else begin
            state <= next_state;
            r_rx_busy <= next_r_rx_busy;
            r_rx_done <= next_r_rx_done;
            r_rx <= next_r_rx;
        end
    end
    always @(posedge clk, posedge reset) begin
        if(reset) begin
            r_br_tick_16_divide_counter <= 0;
            BIT_COUNT <= 0;
        end else if(state != next_state) begin
            r_br_tick_16_divide_counter <= 0;
            BIT_COUNT <= 0;
        end else begin
            if(r_br_tick_16_divide_counter == 16) begin
                BIT_COUNT <= BIT_COUNT + 1;
                r_br_tick_16_divide_counter <= 0;
            end else begin
                BIT_COUNT <= BIT_COUNT;
                if(br_tick_16_divide) begin
                    r_br_tick_16_divide_counter <= r_br_tick_16_divide_counter + 1;
                end else begin
                    r_br_tick_16_divide_counter <= r_br_tick_16_divide_counter;
                end
            end
        end
    end
    always @(*) begin
        next_state = state;
        next_r_rx_busy = r_rx_busy;
        next_r_rx_done = r_rx_done;
        next_r_rx = r_rx;
        case (state)
            IDLE: begin
                next_r_rx = 0;
                next_r_rx_done = 0;
                next_r_rx_busy = 0;
                if(!rx_data) begin
                    next_state = START;
                    next_r_rx_busy = 1;
                end
            end
            START: begin
                if(r_br_tick_16_divide_counter == 16) begin
                    next_state = DATA;
                end
            end
            DATA: begin
               if (r_br_tick_16_divide_counter == 8) begin
                    next_r_rx[BIT_COUNT] = rx_data;
               end
               if(BIT_COUNT == 8) begin
                    next_state = STOP;
               end
            end
            STOP: begin
                if(r_br_tick_16_divide_counter == 16) begin
                    next_state = IDLE;
                    next_r_rx_done = 1;
                end
            end
        endcase
    end
    assign rx = r_rx;
    assign rx_done = r_rx_done;
    assign rx_busy = r_rx_busy;
endmodule
`timescale 1ns / 1ps
module periph_uart (
    input  logic        PCLK,           
    input  logic        PRESET,         
    input  logic [31:0] PADDR,
    input  logic        PWRITE,
    input  logic        PSEL,
    input  logic        PENABLE,
    input  logic [31:0] PWDATA,
    output logic [31:0] PRDATA,
    output logic        PREADY,
    input  logic        start_button,
    input  logic        rx,
    output logic        tx
);
    logic [31:0] prescaler;
    logic [31:0] prescaler_16;
    logic [7:0] tx_data, rx_data;
    logic control, clk_out;
    assign prescaler_16 = prescaler / 16;
    apb_slave_interface_uart U_APB_SLAVE_INTERFACE (
        .*,
        .control(control),
        .prescaler(prescaler),
        .tx_data(tx_data),
        .rx_data(rx_data)
    );
    clock_gate U_CLOCK_GATE (
        .clk_in (PCLK),
        .enable (control),
        .clk_out(clk_out)
    );
    UART_FIFO_TOP U_UART (
        .clk(clk_out),
        .reset(PRESET),
        .start(start_button),
        .prescaler(prescaler),
        .prescaler_16(prescaler_16),
        .tx_data(tx_data),
        .rx_data(rx_data),
        .rx(rx),
        .tx(tx)
    );
endmodule
module apb_slave_interface_uart (
    input  logic        PCLK,      
    input  logic        PRESET,    
    input  logic [31:0] PADDR,
    input  logic        PWRITE,
    input  logic        PSEL,
    input  logic        PENABLE,
    input  logic [31:0] PWDATA,
    output logic [31:0] PRDATA,
    output logic        PREADY,
    output logic        control,
    output logic [31:0] prescaler,
    output logic [ 7:0] tx_data,
    input  logic [ 7:0] rx_data
);
    localparam START_ADDR = 4'h0;
    localparam PRESCALER_ADDR = 4'h4;
    localparam TX_ADDR = 4'h8;
    localparam RX_ADDR = 4'hc;
    logic [31:0] start_reg, prescaler_reg, rx_reg, tx_reg;
    assign control = start_reg[0];
    assign prescaler = prescaler_reg;
    assign tx_data = tx_reg[7:0];
    assign rx_reg  = {24'b0, rx_data};
    always_ff @(posedge PCLK, posedge PRESET) begin
        if (PRESET) begin
            start_reg <= 0; 
            prescaler_reg <= 0;
            tx_reg <= 0;   
        end else begin
            PREADY <= 1'b0;
            if (PSEL && PENABLE && PWRITE) begin
                PREADY <= 1'b1;
                case (PADDR[3:0])
                    START_ADDR: start_reg <= PWDATA;
                    PRESCALER_ADDR: prescaler_reg <= PWDATA;
                    TX_ADDR: tx_reg <= PWDATA;
                    default: ;
                endcase
            end else if (PSEL && PENABLE && !PWRITE) begin
                PREADY <= 1'b1;
                case (PADDR[3:0])
                    START_ADDR: PRDATA <= start_reg;
                    PRESCALER_ADDR: PRDATA <= prescaler_reg;
                    RX_ADDR: PRDATA <= rx_reg;
                    default: PRDATA = 'x;
                endcase
            end
        end
    end
endmodule
module UART_FIFO_TOP (
    input clk,
    input reset,
    input start,
    input [31:0] prescaler,
    input [31:0] prescaler_16,
    input [7:0] tx_data,
    output [7:0] rx_data,
    input rx,
    output tx
);
    wire [7:0] w_tx_data, w_rx_data;
    wire w_empty, w_full;
    wire w_start;
    wire [7:0] w_fifo_data;
    wire w_tx_busy, w_rx_done;
    UART_TOP U_UART (
        .clk(clk),
        .prescaler(prescaler),
        .prescaler_16(prescaler_16),
        .reset(reset),
        .start(start),
        .tx_data(tx_data),
        .rx(rx),
        .tx(tx),
        .rx_data(rx_data),
        .tx_busy(),
        .tx_done(),
        .rx_busy(),
        .rx_done()
    );
endmodule
`timescale 1ns / 1ps
module UART_TOP(
    input clk, reset, 
    input [31:0] prescaler,
    input [31:0] prescaler_16,
    input start,
    input [7:0] tx_data,
    input  rx,
    output tx,
    output [7:0]rx_data,
    output tx_busy, tx_done,
    output rx_busy, rx_done
    );
    wire w_tick, w_tick_16;
    tick_generator U_TICK_TX
    (
        .clk(clk), .reset(reset),
        .prescaler(prescaler),
        .clk_out(w_tick)
    );
    tick_generator U_TICK_TX_16
    (
        .clk(clk), .reset(reset),
        .prescaler(prescaler_16),
        .clk_out(w_tick_16)
    );
    TRANSMITTER U_TRANSMITTER(
    .clk(clk), .reset(reset),
    .start(start), .br_tick(w_tick), .br_tick_16_divide(w_tick_16),
    .tx_DATA(tx_data),
    .tx_busy(tx_busy), .tx_done(tx_done),
    .tx(tx)
    );
    RECEIVER U_RECEIVER(
    .clk(clk), .reset(reset),
    .rx_data(rx), .br_tick(w_tick), .br_tick_16_divide(w_tick_16),
    .rx_done(rx_done), .rx_busy(rx_busy),
    .rx(rx_data)
    );
endmodule
`timescale 1ns / 1ps
module clock_gate (
    input  logic clk_in,    
    input  logic enable,    
    output logic clk_out    
);
    assign clk_out = clk_in & enable;
endmodule
==> ./run.sh <==
#!/bin/bash
# OpenROAD 26Q1-2900-gdf79404cd8, Yosys 0.63+post, stock flow scripts
make -C /OpenROAD-flow-scripts/flow DESIGN_CONFIG=/design/flow/config.mk WORK_HOME=/design/flow/orfs finish
==> ./config.mk <==
export PLATFORM = sky130hd
export DESIGN_NAME = periph_uart
export DESIGN_NICKNAME = periph_uart
export VERILOG_FILES = /design/flow/design.v
export SDC_FILE = /design/flow/constraint.sdc
export NUM_CORES = 4
export LEC_CHECK = 1
export CORE_UTILIZATION = 40
==> ./constraint.sdc <==
current_design periph_uart

set clk_period 8.2
set clk_io_pct 0.2

create_clock -name clk0 -period $clk_period [get_ports {PCLK}]

set non_clock_inputs [all_inputs -no_clocks]
set_input_delay [expr $clk_period * $clk_io_pct] -clock clk0 $non_clock_inputs
set_output_delay [expr $clk_period * $clk_io_pct] -clock clk0 [all_outputs]
==> flow report <==
DETAILED ROUTING
--------------------------------------------------------------------------------
Detailed Route Iter0 Violations ...................................          375
Number of antenna cells inserted ..................................            0
Pre-Repair DR Iteration Count .....................................            5
Residual DRC count ................................................            0
ANT nets after route ..............................................            0
Average wire per standard cell ....................................      15.5 um
Via count .........................................................         6566
Routed via count divided by cell count ............................         5.15
Detailed-route wire length ........................................      19.8 mm

CRITICAL PATH
--------------------------------------------------------------------------------
Most used cell, CP ................................................ dlygate4sd3_1
Crit Reg-Reg Startpoint ........................................... U_APB_SLAVE_INTERFACE.prescaler_reg[4]
Slowest stage cell on the critical path ........................... dlygate4sd3_1
Buffering stage count on the worst path with inverters included ...            6
CP Capture Type ...................................................   clock gate
WS Path Type ...................................................... flip-flop to clock gate
Worst setup startpoint ............................................ U_APB_SLAVE_INTERFACE.start_reg[0]
Endpoint required time on the critical path .......................      8410 ps
Peak per-stage delay on the critical path .........................       570 ps
Arrival time at the worst endpoint ................................      4430 ps
Crit-path leading delay family .................................... buffers and inverters
Kind of launch point of the worst setup path ......................    flip-flop
Max FO, Critical Path .............................................            3
CP Cell Sequence .................................................. dlygate4sd3_1 -> dlygate4sd3_1 -> dlygate4sd3_1 -> dlygate4sd3_1 -> dlygate4sd3_1 -> dlygate4sd3_1

FINISH
--------------------------------------------------------------------------------
Fraction of final layout cells with drive strength greater than 1 .        16.9%
Utilization after layout ..........................................        49.1%
Area growth, synth to finish ......................................        19.8%
Final non-filler cell area ........................................ 0.0112 sq mm
Tally of filler cells in the layout ...............................         1987
Post-layout instance count excluding filler cells .................         1276

FINAL TIMING
--------------------------------------------------------------------------------
Hold Worst Slack ..................................................     -12.4 ps
Accumulated negative setup slack ..................................         0 ps
Max-slew violation count ..........................................            0
Worst slew pin tran ...............................................       790 ps
Max-Slew Margin vs Limit ..........................................        46.8%
Crit path setup slack, layout .....................................      3980 ps
Unrepaired setup endpoints after global routing ...................           no
Worst clock skew on the final layout ..............................      52.3 ps
Final setup fails .................................................            0
Number of endpoints with negative hold slack in the final report ..            1

FLOORPLAN
--------------------------------------------------------------------------------
Height of the die .................................................       155 um
Die X .............................................................       155 um
Placeable core region ............................................. 0.0228 sq mm
Number of placed I/O pins .........................................          105
Core Density at Floorplan .........................................        41.0%
Row cnt ...........................................................           55
Die Footprint ..................................................... 0.0240 sq mm

PLACE
--------------------------------------------------------------------------------
Worst setup timing slack at the placement stage ...................      4260 ps
Final HPWL from detailed placement ................................      13.3 mm
Gp weighted congestion ............................................        0.843
Placed insts ......................................................         1233
Area after DPL .................................................... 0.0104 sq mm
Buffers on Ports ..................................................           76

SYNTHESIS
--------------------------------------------------------------------------------
Top flip-flop cell by instance count after synthesis ..............      dfrtp_1
Number of standard cells after synthesis ..........................          880
Yosys cell types ..................................................           65
Mean instance size in the synthesized netlist .....................   10.6 sq um
Chip area in the Yosys report ..................................... 0.00934 sq mm
Synth flops .......................................................          179
Share of synthesized area occupied by flip-flops and latches ......        49.7%
Mapped Area ....................................................... 0.00934 sq mm
Number of flops mapped to enable cells by yosys ...................           33
Cells in synth_stat.txt ...........................................          880
Warning count from the yosys run ..................................            4
Share of synthesized registers carrying an async set or reset .....        81.6%

GLOBAL ROUTING
--------------------------------------------------------------------------------
Antenna violations before repair ..................................            0
Final global-route overflow total .................................            0
Largest net degree at the start of global routing .................           66
Overall routing resource usage ....................................        18.1%
First-pass GRT wire length ........................................      33.3 mm
Via count of the first global-routing pass ........................         6232

CTS
--------------------------------------------------------------------------------
Clock tree from TritonCTS .........................................          yes
Post-cts hold buffer count ........................................            6
Clk ins delay skew pair ...........................................       730 ps
Number of cells upsized or downsized after cts ....................            0
Clock transition at path regs .....................................        60 ps
Number of setup buffers added after CTS ...........................            0

POWER AND IR DROP
--------------------------------------------------------------------------------
Design Power ......................................................      1.71 mW
Reported leakage power ............................................      4.61 nW
Maximum resistive drop on vdd .....................................     0.109 mV
PD cells ..........................................................  153 mW/mm^2

STATUS
--------------------------------------------------------------------------------
Outcome ........................................................... finished, violations left
Violations in the final reports ................................... negative hold slack

MIN PATH
--------------------------------------------------------------------------------
Hold WC Path Type ................................................. flip-flop to clock gate
Start point of the worst min-delay path ........................... U_APB_SLAVE_INTERFACE.start_reg[0]

RUN
--------------------------------------------------------------------------------
Number of max-capacitance violations reported .....................            0
Log Warnings ......................................................           60

==> cells in the final DEF, fill, tap and decap left out, types with 20 or more instances in the layout <==
cell / n
dfrtp_1: 146
nand2_1: 100
clkdlybuf4s50_1: 76
mux2_2: 70
o21ai_0: 63
nor2_1: 51
xor2_1: 37
edfxtp_1: 33
xnor2_1: 31
a21oi_2: 30
nand2b_1: 28
clkbuf_16: 23
nand3_1: 20
==> routing by layer <==
metal / up-vias / GRT usage, % / wire length [um]
met2: 125 / 25.4 / 8410
met4: 0 / 2.59 / 276
li1: 3276 / - / -
met3: 20 / 3.48 / 780
met1: 3145 / 30.8 / 10400
met5: - / 0 / 0
==> tightest hold or removal path, stage by stage (launching register included) <==
cell and delay, ps:
dfrtp_1 360, dlygate4sd3_1 550, dlygate4sd3_1 550, dlygate4sd3_1 540
dlygate4sd3_1 550, dlygate4sd3_1 540, dlygate4sd3_1 560
==> cell usage after synthesis, drive strengths merged, types with 7 or more instances <==
master / n / area [sq um]
or4: 7 / 52.6
nor3: 18 / 90.1
mux2i: 14 / 140
nand4: 20 / 131
a21oi: 44 / 333
ha: 13 / 163
dfrtp: 146 / 3650
xnor2: 31 / 272
o31ai: 7 / 52.6
mux2: 70 / 788
xor2: 37 / 324
o21ai: 64 / 320
buf: 16 / 105
nor4: 12 / 81.3
and4: 7 / 61.3
edfxtp: 33 / 991
nor2b: 8 / 50.1
nor2: 51 / 191
clkbuf: 32 / 120
nand3: 20 / 100
nand2: 101 / 379
nand2b: 28 / 175
and3: 12 / 75.1
inv: 17 / 63.8
==> cell families after synthesis <==
| family | after synthesis | share of synthesized area (%) |
|---|---|---|
| flops | 179 | 49.7 |
| simple gates | 313 | 17.5 |
| xor+xnor | 68 | 6.38 |
| buf+inv | 67 | 3.18 |
| mux | 86 | 10.4 |
| compound gates | 154 | 11.0 |
| fa+ha+maj | 13 | 1.74 |
==> report_power, final <==
part	switching, mW	total [mW]	leakage, nW	internal, mW
clock network	0.237	0.661	0.339	0.425
registers	0.0726	0.757	2.26	0.685
logic	0.149	0.291	2.02	0.142
==> final cells by class <==
cell class	count	area (sq um)	area share, %
multi-input cells	634	4420	39.5
clock inverters	11	153	1.36
flip-flops and latches	179	4640	41.5
repair buffers	94	911	8.14
well taps	313	392	3.50
inverters	19	76.3	0.682
clock buffers	26	587	5.25
==> path summary, 6_finish.rpt <==
| path | endpoint | slack (ps) | depth (start not counted) |
|---|---|---|---|
| setup / recovery | clock gate | 3980 | 6 |
| setup reg to reg | U_UART.U_UART.U_TICK_TX_16.r_tick_counter[1] | 4430 | 10 |
| min in group asynchronous | U_UART.U_UART.U_TICK_TX_16.r_tick_counter[26] | 1380 | 2 |
| max in group clk0 | U_UART.U_UART.U_TICK_TX_16.r_tick_counter[1] | 4430 | 10 |
| hold reg to reg | U_UART.U_UART.U_TRANSMITTER.temp_DATA[0] | 420 | 2 |
| hold / removal | clock gate | -10 | 6 |
| max in group asynchronous | U_APB_SLAVE_INTERFACE.tx_reg[6] | 5140 | 4 |
| min in group clk0 | U_UART.U_UART.U_TRANSMITTER.temp_DATA[0] | 420 | 2 |
No activity file was given, so power comes from the tool's default toggle rates.
